===== run.sh =====
#!/bin/bash
# OpenROAD 26Q1-2900-gdf79404cd8, Yosys 0.63+post, stock flow scripts
make -C /OpenROAD-flow-scripts/flow DESIGN_CONFIG=/design/flow/config.mk WORK_HOME=/design/flow/orfs finish

===== config.mk =====
export PLATFORM = sky130hd
export DESIGN_NAME = register_16
export DESIGN_NICKNAME = register_16
export VERILOG_FILES = /design/flow/design.v
export SDC_FILE = /design/flow/constraint.sdc
export NUM_CORES = 4
export LEC_CHECK = 1
export CORE_AREA = 10 10 89 89
export DIE_AREA = 0 0 99 99

===== constraint.sdc =====
current_design register_16

set clk_period 2.6
set clk_io_pct 0.2

create_clock -name clk0 -period $clk_period [get_ports {clk}]

set non_clock_inputs [all_inputs -no_clocks]
set_input_delay [expr $clk_period * $clk_io_pct] -clock clk0 $non_clock_inputs
set_output_delay [expr $clk_period * $clk_io_pct] -clock clk0 [all_outputs]

===== design.v =====
`timescale 1ns / 1ps
module register_16 (clk, sm_op, selection, data_in, data_out);
	input clk, selection;
	input [15:0] data_in;
	input [1:0] sm_op;
	output [15:0] data_out;
	reg [15:0] data_out=0;
	parameter LOAD = 2'b01, INC = 2'b11, IDLE = 2'b00;
	always@(posedge clk)
	begin
		if (selection)  
			case (sm_op)
				LOAD: begin data_out = data_in; end
				INC:  begin data_out = data_out + 16'd1; end
			endcase
	end
endmodule

==> run summary <==
Flow results follow.

The first global-routing pass estimated roughly 4000 µm of wire. The clock latency on the worst-skew pair is between 0.2 and 0.3 ns. The total die area is 9800 µm². The pin count of the biggest net entering global routing is 19. The post-CTS setup buffer count is 0. For this block, the routed nets add up to roughly 2600 µm of wire. Hold repair after CTS inserted 0 buffers. The per-instance average area after synthesis is between 10 and 15 µm². The netlist uses 20 different library cells. The number of warnings reported in the stage logs is 25. Compared with the post-synthesis result, the final layout area differs by 52.4%. The synthesized cell area is roughly 930 µm². The flip-flop and latch count after synthesis is 16. The script logs the ratio of routed vias to standard cells as between 3 and 4. The register clock-pin slew on the reported worst setup and hold paths is 0.06 ns. Along the worst path, the maximum fanout reaches 6. In the final timing run, aggregate negative setup slack is 0 ns. The area of placed instances is roughly 1400 µm². According to the floorplan report, the placeable core area is between 5000 and 6000 µm². The script logs the mean routed wire length per placed instance as around 13 µm.

The max capacitance violation total is 0. The nature of the critical path endpoint is a register. The pre-CTS setup check shows a worst slack of 0.615 ns.

The number of global-route vias before repair is about 810. Per the power-grid run, VDD falls by no more than 0.239 mV. After floorplanning, the core was divided into 28 placement rows. The global placement routability congestion is between 0.8 and 0.9. The minimum period implied by the final worst setup slack is 2.00 ns.

The final hold violation count recorded for this run is 0. The first detailed-routing pass took 4 iterations. The number of sinks handled by clock tree synthesis is 16. The count of instantiated cells in the yosys netlist is between 90 and 100. The maximum buffer depth of the clock tree is 2.

The transition time of the tightest slew-check pin is roughly 0.38 ns. The startpoint type of the worst setup path is a register. The initial standard-cell utilization of the core is 15.6%. The clock root buffer is sky130_fd_sc_hd__clkbuf_8. The OpenROAD report gives the critical path a data arrival time of between 1.5 and 2 ns.

CTS added clock buffers totalling 3. Once layout is done, the placed cells without fillers occupy 1420 µm². The flow ran to the end, and the final reports show no timing, DRC or antenna violations. The flop-to-flop setup slack is between 0.5 and 0.6 ns.

The worst slew margin relative to its limit is approximately 74%. TritonCTS built the clock tree. The share of the Yosys chip area taken by registers is between 50% and 60%. The final-report setup violation count is 0. The maximum clock skew at final layout is approximately 0.0032 ns.

The horizontal extent of the die is about 100 µm. 36 I/O pins were placed. The count of input and output buffers is 35. The flow reports an fmax of 500 MHz. The detailed-route DRC error count is 0. In this run the remaining antenna-violating nets after routing total 0. The register with the most flip-flops in the layout has 16 of them.

According to the floorplan report, the die height is between 90 and 100 µm. The initial DRC count is 29. The flow reported a cell area power density of ~420 nW/µm². The report lists the number of cells resized after CTS as 0. The min-delay analysis places its worst path in the category register to register. The count of H-tree levels built during CTS is 1.

Counting pins that exceed their max-slew limit in the final report gives 0. The number of antenna repair diodes is 0. The synthesized netlist has a Yosys-reported chip area of 933 µm². The most critical hold endpoint after final layout shows a slack of around 0.69 ns. For this block, the via count after detailed routing is roughly 760. In the final layout, the share of cells above drive strength 1 is approximately 6.2%. The setup path with the least slack is of type register to register. The synthesis report lists the Yosys warning total as 1. The count of non-filler cells in the finished layout is a little over 200.

Once placement completed, the tool counted placed cells totaling ~200. Power comes to approximately 600 µW. The number of instances in the synthesized netlist is around 93.

The initial antenna violation count is 0. At the worst endpoint, the required time is 2.59 ns. Total global-route track usage over all layers is roughly 5.0%. The global route stage reports its total congestion overflow as 0. The script extracted a total leakage power of 0.468 nW. The final worst slack is ~0.60 ns. Setup repair after global routing left no endpoint under its margin.

The core utilization of the finished layout is a little under a quarter. The worst path uses just under 80% of the clock period.
[cell usage after synthesis]
master	number	area share, %
sky130_fd_sc_hd__and2_1	2	1.3
sky130_fd_sc_hd__and4_1	1	0.94
sky130_fd_sc_hd__and4_2	1	1.1
sky130_fd_sc_hd__clkbuf_1	4	1.6
sky130_fd_sc_hd__edfxtp_1	16	51
sky130_fd_sc_hd__ha_1	1	1.3
sky130_fd_sc_hd__inv_1	1	0.40
sky130_fd_sc_hd__mux2_2	1	1.2
sky130_fd_sc_hd__nand2_1	20	8.0
sky130_fd_sc_hd__nand3_1	4	2.1
sky130_fd_sc_hd__nand4_1	5	3.4
sky130_fd_sc_hd__nand4_2	1	1.3
sky130_fd_sc_hd__nor2_1	1	0.40
sky130_fd_sc_hd__nor3_1	2	1.1
sky130_fd_sc_hd__nor4_1	3	2.0
sky130_fd_sc_hd__o21ai_0	14	7.5
sky130_fd_sc_hd__o21ai_1	1	0.54
sky130_fd_sc_hd__or4b_1	1	1.1
sky130_fd_sc_hd__xnor2_1	7	6.6
sky130_fd_sc_hd__xor2_1	7	6.6
[critical path, cell delays in order, from the launching register on]
cell and delay, ns:
sky130_fd_sc_hd__edfxtp_1 0.46, sky130_fd_sc_hd__ha_1 0.24, sky130_fd_sc_hd__and4_1 0.31, sky130_fd_sc_hd__or4b_1 0.49, sky130_fd_sc_hd__xor2_1 0.18, sky130_fd_sc_hd__o21ai_1 0.07
[kinds of logic (layout without fill, tap and decap cells)]
kind of cell,count (synthesis),after routing,share of synthesized area [%]
flip-flops,16,16,51.5
multiplexers,1,1,1.21
XOR/XNOR,14,14,13.1
AND-OR/OR-AND,15,15,8.04
AND/OR/NAND/NOR,41,41,22.8
adder cells (fa/ha/maj),1,1,1.34
buffers and inverters,5,42,2.01
[report_power, final]
group / internal (mW) / switching, mW / total, mW
sequential: 0.302 / 0.0175 / 0.320
clock: 0.105 / 0.0829 / 0.187
combinational: 0.0624 / 0.0327 / 0.0952
total: 0.469 / 0.133 / 0.602
[area by class of cell]
class	count	area, µm²
Fill cell	647	4570
Tap cell	75	93.8
Clock buffer	3	41.3
Multi-Input combinational cell	72	434
Sequential cell	16	480
Clock inverter	1	3.75
Inverter	1	3.75
Timing Repair Buffer	37	365
[placed cells by master (no fill, tap or decap)]
| cell | Yosys | routed |
|---|---|---|
| sky130_fd_sc_hd__nor4_1 | 3 | 3 |
| sky130_fd_sc_hd__clkbuf_8 | 0 | 3 |
| sky130_fd_sc_hd__xnor2_1 | 7 | 7 |
| sky130_fd_sc_hd__and2_1 | 2 | 2 |
| sky130_fd_sc_hd__clkdlybuf4s50_1 | 0 | 35 |
| sky130_fd_sc_hd__nand2_1 | 20 | 20 |
| sky130_fd_sc_hd__or4b_1 | 1 | 1 |
| sky130_fd_sc_hd__edfxtp_1 | 16 | 16 |
| sky130_fd_sc_hd__and4_1 | 1 | 1 |
| sky130_fd_sc_hd__inv_1 | 1 | 1 |
| sky130_fd_sc_hd__o21ai_1 | 1 | 1 |
| sky130_fd_sc_hd__and4_2 | 1 | 1 |
| sky130_fd_sc_hd__nand4_2 | 1 | 1 |
| sky130_fd_sc_hd__buf_4 | 0 | 2 |
| sky130_fd_sc_hd__nand3_1 | 4 | 4 |
| sky130_fd_sc_hd__clkinv_1 | 0 | 1 |
| sky130_fd_sc_hd__nand4_1 | 5 | 5 |
| sky130_fd_sc_hd__mux2_2 | 1 | 1 |
| sky130_fd_sc_hd__xor2_1 | 7 | 7 |
| sky130_fd_sc_hd__nor3_1 | 2 | 2 |
| sky130_fd_sc_hd__nor2_1 | 1 | 1 |
| sky130_fd_sc_hd__o21ai_0 | 14 | 14 |
| sky130_fd_sc_hd__ha_1 | 1 | 1 |
[path summary, 6_finish.rpt]
kind / startpoint / end / cells past startpoint
max: data_out[0]$_DFFE_PP_ / data_out[14]$_DFFE_PP_ / 5
max reg2reg: data_out[0]$_DFFE_PP_ / data_out[14]$_DFFE_PP_ / 5
min reg2reg: data_out[15]$_DFFE_PP_ / data_out[15]$_DFFE_PP_ / 2
min: data_out[15]$_DFFE_PP_ / data_out[15]$_DFFE_PP_ / 2
[layer usage]
metal  share of wire (%)  vias to the layer above  GRT usage [%]
met5                   0                        -              0
met4                0.31                        0          0.331
met3                 9.4                        2           2.47
met2                  38                       28           7.26
met1                  52                      320           7.01
li1                    -                      412              -
Power figures rest on the tool's default switching activity, not on a simulated workload.
