==> flow/design.v <==
`timescale 1ns / 1ps
module accumulator (clk, sm_op, selection, data_in, c_bus, data_out, mem_out);
	input clk, selection;
	input [15:0] data_in, c_bus;
	input [1:0] sm_op;
	output [15:0] data_out;
	output [15:0] mem_out;
	reg [15:0] mem_out=0;
	reg [15:0] data_out=0;
	parameter LOAD = 2'b01, INC = 2'b10, LOAD_C = 2'b11, IDLE = 2'b00;
	always@(posedge clk)
	begin
		if (selection)  
			case (sm_op)
				LOAD: begin data_out <= data_in; 
								mem_out <= data_in; end
				LOAD_C: begin data_out <= c_bus; 
								mem_out <= c_bus; end
				INC:  begin data_out <= data_out + 16'd1; 
								mem_out <= mem_out + 16'd1; end
			endcase
	end
endmodule
==> flow/run.sh <==
#!/bin/bash
# OpenROAD 26Q1-2900-gdf79404cd8, Yosys 0.63+post, stock flow scripts
make -C /OpenROAD-flow-scripts/flow DESIGN_CONFIG=/design/flow/config.mk WORK_HOME=/design/flow/orfs finish
==> flow/config.mk <==
export PLATFORM = sky130hd
export DESIGN_NAME = accumulator
export DESIGN_NICKNAME = accumulator
export VERILOG_FILES = /design/flow/design.v
export SDC_FILE = /design/flow/constraint.sdc
export NUM_CORES = 4
export LEC_CHECK = 1
export CORE_UTILIZATION = 30
==> flow/constraint.sdc <==
current_design accumulator

set clk_period 3.1
set clk_io_pct 0.2

create_clock -name clk0 -period $clk_period [get_ports {clk}]

set non_clock_inputs [all_inputs -no_clocks]
set_input_delay [expr $clk_period * $clk_io_pct] -clock clk0 $non_clock_inputs
set_output_delay [expr $clk_period * $clk_io_pct] -clock clk0 [all_outputs]
==> design notes <==
The critical path is of the in2reg type. The number of synthesized flops with an enable pin was 32. The final design area excluding fillers was 0.00287 sq mm. Summed over all instances, the cell type with the most area after synthesis is edfxtp_1. The stage logs contain a warning count of 25.

For this run the aggregate overflow at the end of global routing stands at 0. Detailed placement ended at an HPWL of 4470 microns. Shortest clock period the worst path allows after layout: 2170 ps. The number of global-route vias before repair was 1,848. Per the Yosys statistics, synthesis produced 201 cells. TritonCTS built the clock tree. Worst hold path depth: 2.

The timing-limited maximum frequency came out at 461 MHz. The tools report the sort of element at the start of the critical path as a primary input. The logs give 21 for the number of iterations in the first detailed-routing pass and 614 for the number of filler instances in the final layout.

The tools report the number of antenna violations at the first check in global routing as 0. The largest incremental delay on the critical path came out at 630 ps. Per STA, the worst path is made up of clkdlybuf4s50_1 > buf_4 > o21a_1 > buf_12. Overall routing resource usage recorded by global route was 18.1%. With the power density relative to cell area at 379 mW/mm^2, the first-pass GRT wire length is 9410 microns.

The end-of-flow timing check tallies setup violations at 0. The tools report the critical path endpoint category as a flop. Before any placement, the netlist area is recorded as 0.00201 sq mm. The report lists the number of cells resized after CTS as 0.

With the post-detailed-route wirelength per cell at 16.8 microns, the utilization of the core after routing is 44.7%. Looking at the gate-level netlist, the highest instance count belongs to edfxtp_1. The run gives 0.128 mV as the worst voltage drop across the vdd grid.

The registers of the reported paths see a clock transition of 60 ps. After layout, the worst path uses 70.0% of the clock period. The transition time recorded at the tightest slew-check pin is 476 ps.

Detailed routing inserted a total of 1,871 vias. The dominant delay contributor by cell family on the critical path is buffers and inverters. Data on the critical path is required at its endpoint by 3080 ps. The count of warnings emitted by yosys is 1.

The number of buffers inserted to repair setup after CTS was 0. The die is 83.8 microns wide. The layout summary lists the proportion of cells stronger than drive strength 1 as 8.42%. The logs give 68.3% for the worst-case headroom to the max-slew limit and 201 for the gate count after technology mapping. The floorplan step defined a die boundary enclosing 0.00703 sq mm. In this run the layout overhead on the synthesized area is reported as 43.0%. The vias per cell came out at 5.35. Per the post-route antenna check, the number of violating nets is 0. The run finished with clean final reports. The run gives 5 for the number of cell instances on the worst register-to-register path. According to the Yosys statistics, the synthesized design has a chip area of 0.00201 sq mm. The final layout reports a setup TNS of 0 ps. The worst-path cell with the longest stage delay was clkdlybuf4s50_1. The pin count of the biggest net entering global routing came out at 26. Across the routed clock network, the largest skew measured is 6.17 ps. The count of buffers inserted at the top-level ports is 67, and the leakage power summed over all cells is 0.976 nW.

The run gives 0.923 for the placer's final routability congestion estimate. The main area contributors are edfxtp_1 48%, xnor2_1 7.4%, o21ai_0 4.5%, a21oi_1 3.5%, and3_1 3.4%. The count of unique library cells instantiated by Yosys was 36.

For the worst-skew pair, the clock arrives at the later sink with an insertion delay of 280 ps. The die height came out at 83.8 microns. According to the timing report, the arrival time at the worst endpoint equals 2150 ps. The logs give 47.8% for the sequential element share of the synthesized area and 31.3% for the starting density of the core. Setup repair after global routing left no endpoint under its margin.

The placed instances occupy a cell area of 0.00280 sq mm. The clock net in this run drives a total of 32 sinks. Once synthesis finished, the tally of register bits stood at 32. The logs give 0 for the count of hold-fix buffers inserted at cts and 0 for the tally of max-capacitance violations. The run gives 0 for the count of inserted antenna diode cells.

Final routed wirelength across all metal layers: 5890 microns. The type of the worst min-delay path is reg2reg. The initialized floorplan defines 29 standard-cell rows. The clock tree synthesis step divided the H-tree into 2 levels. During I/O placement, the number of pins put on the boundary was 68. The core region area was 0.00642 sq mm.

The number of buffers created by CTS was 5; the number of max-slew violations in the final report was 0. Before CTS, the worst setup slack after placement is 642 ps. Top flip-flop cell by instance count after synthesis: edfxtp_1. The tools report the slack of the critical path as 929 ps.

The logs give 0 for the count of unresolved DRC violations after routing and 123 for the count of routing violations after the opening detailed-route iteration. For the number of buffers on the longest clock path, the log shows 2. The critical path crosses 4 cells after its start point. The tools report the number of hold violations in the final report as 0. After synthesis, the mean cell area works out to 10.0 sq um. The run gives 3 for the number of buffer and inverter instances along the worst setup path.

The synthesis run shows the most used standard cells to be 32 x edfxtp_1, 18 x o21ai_0, 17 x xnor2_1, 14 x a21oi_1, 12 x nor2_1. In this run the clock root is driven by a clkbuf_8. Looking at the critical path, the highest net fanout was 25. The share of synthesized area in the top cell type comes to 47.8%. Async set-reset flop share out of synthesis: 0%.
## worst reg2reg max path, stage by stage, from the launching register on
cell      delay [ps]
edfxtp_1         520
ha_1             290
nand4_2          240
nor4_2           360
xnor2_1          150
o21ai_1           70
## metrics by stage
step           instances  hold slack (ps)  power (mW)
4_1_cts              350              694        1.10
2_1_floorplan        201              600       0.655
5_1_grt              350              723        1.14
6_report             350              685        1.09
3_3_place_gp         343              674       0.805
3_5_place_dp         343              677       0.804
## area by class of cell
class / count / area [sq um] / area share [%]
Timing Repair Buffer: 71 / 713 / 24.8
Tap cell: 77 / 96.3 / 3.35
Sequential cell: 32 / 961 / 33.4
Clock inverter: 1 / 5.00 / 0.174
Inverter: 8 / 30.0 / 1.04
Clock buffer: 6 / 72.6 / 2.53
Multi-Input combinational cell: 155 / 996 / 34.7
## power by group
group / internal (mW) / leakage [nW] / switching (mW)
registers: 0.521 / 0.309 / 0.0441
logic: 0.138 / 0.625 / 0.0917
clock network: 0.152 / 0.0410 / 0.143
## cell families (layout without fill, tap and decap cells)
kind of cell | Yosys count | count (layout) | synth area share (%)
AND/OR/NAND/NOR | 73 | 73 | 22.1
AND-OR/OR-AND | 57 | 57 | 16.1
flip-flops | 32 | 32 | 47.8
XOR/XNOR | 22 | 22 | 9.59
buffers and inverters | 14 | 86 | 2.62
adder cells (fa/ha/maj) | 2 | 2 | 1.25
multiplexers | 1 | 1 | 0.560
## routing by layer
| layer | wire (microns) | track usage [%] | up-vias |
|---|---|---|---|
| li1 | - | - | 905 |
| met1 | 2630 | 28.2 | 871 |
| met2 | 2660 | 26.6 | 89 |
| met3 | 539 | 5.12 | 6 |
| met4 | 61 | 3.45 | 0 |
| met5 | 0 | 0 | - |
## flip-flops by register name, indices dropped and copies added, names as in the netlist
signal / flops
data_out: 16
mem_out: 16
## worst paths after layout
path | endpoint | slack [ps] | from
worst max-delay path | data_out[4] | 930 | sm_op[1]
worst min-delay path | data_out[15] | 690 | data_out[15]
worst max register to register | data_out[14] | 1210 | data_out[0]
worst min register to register | data_out[15] | 690 | data_out[15]
## layout by cell type (no fill, tap or decap), types with 2 or more instances in the layout
master / synthesis / routed
a21oi_1: 14 / 14
and3_1: 11 / 11
buf_4: 0 / 3
clkbuf_8: 0 / 5
clkdlybuf4s50_1: 0 / 67
edfxtp_1: 32 / 32
ha_1: 2 / 2
inv_1: 8 / 8
nand2_1: 11 / 11
nand3_1: 8 / 8
nand3_2: 4 / 4
nand4_1: 6 / 6
nor2_1: 12 / 12
nor3_1: 7 / 7
nor4_1: 4 / 4
nor4_2: 2 / 2
nor4b_2: 2 / 2
o211ai_1: 2 / 2
o21a_1: 3 / 3
o21ai_0: 18 / 18
o21ai_1: 11 / 11
o22ai_1: 2 / 2
xnor2_1: 17 / 17
xor2_1: 5 / 5
Power and IR drop assume default switching activity.
